--- design/flow/design.v ---
`timescale 1ns/1ns
module adder (a,b,y);
parameter n=32;
input [n-1:0] a,b;
wire [n:0] w;
output [n-1:0] y;
assign w[0]=0;
genvar i;
generate 
for(i=0;i<=n-1;i=i+1) begin
        FA FA_inst(.a(a[i]),.b(b[i]), .cin(w[i]), .cout(w[i+1]), .s(y[i]));
    end
endgenerate
endmodule
module FA(input a, input b, input cin, output cout, output s);
assign {cout,s}=a+b+cin;
endmodule
`timescale 1ns/1ns
module alu32( input [31:0] a, 
            input [31:0] b,
            input [3:0] f,
            input [4:0] shamt,
            output reg [31:0] y, 
            output reg zero);
always @ (*) begin
    case (f)
        4'b0000: y = a + b;                              
        4'b0001: y = a - b;                              
        4'b0010: y = a & b;                              
        4'b0011: y = a | b;                              
        4'b0100: y = a ^ b;                              
        4'b0101: y = b << shamt;                         
        4'b0110: y = b >> shamt;                         
        4'b0111: y = $signed($signed(b) >>> shamt);      
        4'b1000: y = $signed(a) < $signed(b) ? 1 : 0;    
        4'b1001: y = a < b ? 1 : 0;                      
        4'b1010: y = ~ (a | b);                          
        4'b1011: y = b << a;                             
        4'b1100: y = b >> a;                             
        4'b1101: y = $signed($signed(b) >>> a);          
        4'b1110: y = {b[15:0], 16'b0};                   
    endcase
         zero = (y==8'b0);
     end
endmodule
`timescale 1ns/1ns
module flopr_param (clk, rst, q,d);
parameter n=32;
input clk,rst;
input [n-1:0] d;
output reg [n-1:0] q;
always @ (posedge clk)
    if(!rst) q<=d;
    else q<=0;
endmodule
`timescale 1ns/1ns
module mux2 (d0,d1,s,y);
parameter n=32;
input [n-1:0] d0;
input [n-1:0] d1;
input s;
output [n-1:0] y;
assign y = s ? d1 : d0;
endmodule
`timescale 1ns/1ns
module mux4 (d0,d1,d2,d3,s,y);
parameter n=32;
input [n-1:0] d0,d1,d2,d3;
input [1:0] s;
output reg [n-1:0] y;
always @* begin
    case(s)
        2'b00: y<=d0;
        2'b01: y<=d1;
        2'b10: y<=d2;
        2'b11: y<=d3;
    endcase
end
endmodule
`timescale 1ns/1ns
module registerfile32 (input clk,
                    input we, 
                    input reset,
                    input [4:0] ra1,
                    input [4:0] ra2,
                    input [4:0] wa,
                    input [31:0] wd,
                    output [31:0] rd1, 
                    output [31:0] rd2); 
reg [31:0] register [31:0];
assign rd1 = register[ra1];
assign rd2 = register[ra2];
integer i;
initial begin
    for (i=1; i<32; i=i+1) begin
         register[i] <= 32'd0;
        end
    end
always @(posedge clk)
begin
    register[0]=0;
    if(reset) for(i = 0; i < 32; i = i + 1) register[i] = 32'd0;
    else if (we)
        if(wa != 0) register[wa]= wd;
end
endmodule
`timescale 1ns/1ns
module signext( input  [15:0] a,
                output [31:0] y 
                );
    assign y = { {16{a[15]}} , a };
endmodule
`timescale 1ns/1ns
module slt2(input [31:0] a,
            output [31:0] y);
assign y = a << 2;
endmodule
`timescale 1ns/1ns
module Datapath(input clk,
                input reset,
                input RegDst,
                input RegWrite,
                input ALUSrc,
                input Jump,
                input MemtoReg,
                input PCSrc,
                input [3:0] ALUControl,
                input [31:0] ReadData,
                input [31:0] Instr,
                output [31:0] PC,
                output ZeroFlag,
                output [31:0] datatwo, 
                output [31:0] ALUResult);
wire [31:0] PCNext, PCplus4, PCbeforeBranch, PCBranch;
wire [31:0] extendedimm, extendedimmafter, MUXresult, dataone, aluop2;
wire [4:0] writereg;
flopr_param #(32) PCregister(clk,reset, PC,PCNext);
  adder #(32) pcadd4(PC, 32'd4 ,PCplus4);
slt2 shifteradd2(extendedimm,extendedimmafter);
adder #(32) pcaddsigned(extendedimmafter,PCplus4,PCbeforeBranch);
mux2 #(32) branchmux(PCplus4 , PCbeforeBranch, PCSrc, PCBranch);
mux2 #(32) jumpmux(PCBranch, {PCplus4[31:28],Instr[25:0],2'b00 }, Jump,PCNext);
registerfile32 RF(clk,RegWrite, reset, Instr[25:21], Instr[20:16], writereg, MUXresult, dataone,datatwo); 
mux2 #(31) jalmux(5'b11111,Instr[15:11],jal, Writeopmux);
mux2 #(5) writeopmux(Instr[20:16],Writeopmux,RegDst, writereg);
mux2 #(32) resultmux(ALUResult, ReadData, MemtoReg,MUXresult);
alu32 alucomp(dataone, aluop2, ALUControl, Instr[10:6], ALUResult, ZeroFlag);
signext immextention(Instr[15:0],extendedimm);
mux2 #(32) aluop2sel(datatwo,extendedimm, ALUSrc, aluop2);
endmodule
`timescale 1ns/1ns
module ram(clk,we,adr,din,dout);
parameter depth =128;
parameter bits = 32;
parameter width = 32;
input clk, we;
input [bits-1:0] adr;
input [width-1:0] din;
output [width-1:0] dout;
reg [width-1:0] Dmem [depth-1:0];
assign dout = Dmem[adr];
always @ (posedge clk) begin
    if (we) 
		Dmem[adr] <= din;
end
endmodule
`timescale 1ns/1ns
module rom(adr,dout);
parameter depth =256;
parameter bits = 32;
parameter width = 32;
input [bits-1:0] adr;
output [width-1:0] dout;
reg [width-1:0] Imem[depth-1:0];
initial
    $readmemh("memfile.txt", Imem);
  assign dout= Imem[adr/4]; 
endmodule
`timescale 1ns/1ns
module Controlunit(input [5:0] Opcode, 
               input [5:0] Func,
               input Zero,
               output reg MemtoReg,
               output reg  MemWrite,
               output reg  ALUSrc,
               output reg  RegDst,
               output reg  RegWrite,
               output reg  Jump,
               output PCSrc,
               output reg  [3:0] ALUControl
               );
reg [7:0] temp;
reg Branch,BNE;
always @(*) begin 
    case (Opcode) 
        6'b000000: begin                           
                    temp <= 8'b11000000;        
                    case (Func)
                    6'b100000: ALUControl <= 4'b0000;     
                    6'b100001: ALUControl <= 4'b0000;     
                    6'b100010: ALUControl <= 4'b0001;     
                    6'b100011: ALUControl <= 4'b0001;     
                    6'b100100: ALUControl <= 4'b0010;     
                    6'b100101: ALUControl <= 4'b0011;     
                    6'b100110: ALUControl <= 4'b0100;     
                    6'b100111: ALUControl <= 4'b1010;     
                    6'b101010: ALUControl <= 4'b1000;     
                    6'b101011: ALUControl <= 4'b1001;     
                    6'b000000: ALUControl <= 4'b0101;     
                    6'b000010: ALUControl <= 4'b0110;     
                    6'b000011: ALUControl <= 4'b0111;     
                    6'b000100: ALUControl <= 4'b1011;     
                    6'b000110: ALUControl <= 4'b1100;     
                    6'b000111: ALUControl <= 4'b1101;     
                    6'b001000: begin  
                        ALUControl <= 4'b0000;  
                        Jump <= 1;  
                     end
                endcase
            end
        6'b100011: begin                           
                        temp <= 8'b10100100;     
                        ALUControl <= 4'b0000;
                    end
        6'b101011: begin                           
                         temp <= 8'b00101000;      
                         ALUControl <= 4'b0000;
                    end  
        6'b000100: begin                           
                         temp <= 8'b00010000;      
                        ALUControl <= 4'b0001; 
                    end      
        6'b000101: begin                           
                        temp <= 8'b00010001;  
                        ALUControl <= 4'b0001; 
                    end
        6'b001000: begin                           
                        temp <= 8'b10100000;  
                        ALUControl <= 4'b0000; 
                    end  
        6'b001001: begin                           
                        temp <= 8'b10100000;  
                        ALUControl <= 4'b0000; 
                    end  
        6'b001100: begin                           
                        temp <= 8'b10100000;  
                        ALUControl <= 4'b0010; 
                    end 
        6'b001101: begin                           
                        temp <= 8'b10100000;  
                        ALUControl <= 4'b0011; 
                    end  
        6'b001110: begin                           
                        temp <= 8'b10100000;  
                        ALUControl <= 4'b0100; 
                    end       
        6'b001010: begin                           
                        temp <= 8'b10100000;  
                        ALUControl <= 4'b1000; 
                    end 
        6'b001011: begin                           
                        temp <= 8'b10100000;  
                        ALUControl <= 4'b1001; 
                    end  
        6'b000010: begin                           
                        temp <= 8'b00000010;  
                        ALUControl <= 4'b0010; 
                    end 
        6'b000011: begin  
            temp <= 8'b10000010;
            ALUControl <= 4'b0010;
                    end
        6'b001111:  begin                          
                        temp <= 8'b10100000;  
                        ALUControl <= 4'b1110; 
                    end          
        default:   temp <= 12'bxxxxxxxxxxxx;       
    endcase
    {RegWrite,RegDst,ALUSrc,Branch,MemWrite,MemtoReg,Jump,BNE} = temp;
end 
assign PCSrc = Branch & (Zero ^ BNE);
endmodule
`timescale 1ns/1ns
module MIPS_SCP(input clk,
                input reset);
wire [31:0] PC, Instr, ReadData, WriteData, ALUResult;
wire RegDst,RegWrite, ALUSrc, Jump, MemtoReg, PCSrc , Zero, MemWrite;
wire [3:0] ALUControl;
Datapath datapathcomp(clk, reset, RegDst,RegWrite, ALUSrc,Jump,MemtoReg ,
                     PCSrc,ALUControl,ReadData, Instr, PC, Zero, 
                     WriteData,ALUResult);
Controlunit controller(Instr[31:26], Instr[5:0], Zero,MemtoReg,MemWrite,
                        ALUSrc, RegDst, RegWrite, Jump, PCSrc, ALUControl);
ram dmem(clk,MemWrite,ALUResult, WriteData, ReadData);
rom imem(PC,Instr);
endmodule
--- design/flow/memfile.txt ---
2004001b
38850005
00853020
00a43822
00e6402a
00e04825
00e05024
00075840
00076042
--- design/flow/run.sh ---
#!/bin/bash
# OpenROAD 26Q1-2900-gdf79404cd8, Yosys 0.63+post, stock flow scripts
make -C /OpenROAD-flow-scripts/flow DESIGN_CONFIG=/design/flow/config.mk WORK_HOME=/design/flow/orfs finish
--- design/flow/config.mk ---
export PLATFORM = sky130hd
export DESIGN_NAME = mux4
export DESIGN_NICKNAME = mux4
export VERILOG_FILES = /design/flow/design.v
export SDC_FILE = /design/flow/constraint.sdc
export NUM_CORES = 4
export LEC_CHECK = 1
export CORE_AREA = 10 10 95 95
export DIE_AREA = 0 0 105 105
--- design/flow/constraint.sdc ---
current_design mux4

set clk_period 1.1
set clk_io_pct 0.2

create_clock -name clk0 -period $clk_period

set non_clock_inputs [all_inputs -no_clocks]
set_input_delay [expr $clk_period * $clk_io_pct] -clock clk0 $non_clock_inputs
set_output_delay [expr $clk_period * $clk_io_pct] -clock clk0 [all_outputs]
==> flow_summary.ini <==
; generated from flow reports
[status]
outcome = finished, violations left
violations = negative setup slack

[layout]
layout_top_cell = dlygate4sd2_1
stdcell_count = 307
ff_count = 0
clockBufferCount = 0
syn_to_final_growth_pct = 194
fin_util_pct = 34.7
drive_above_1_share_pct = 38.2
seq_area_um2 = 0
fin_area_um2 = 2400
lay_top_cells = 126 x dlygate4sd2_1, 32 x mux4_2, 32 x buf_2

[critical_path]
cp_data_arrival_time_ns = 1.19
critPathLaunch = s[0]
cp_slowest_cell = mux4_2
cp_cell_sequence = buf_12, buf_12, buf_12, mux4_2, buf_2
crit_top_cell = buf_12
worst-path-max-fanout = 8
path_buffers = 4
cp.depth = 5
crit_type = in2out
end_kind = output port
worst_ep_required_time_ns = 0.88
path_delay_family = multiplexers
critical_path.max_stage_delay_ns = 0.50
cp-start-kind = input pin
cp-endpoint = y[25]

[sta]
relSlewSlack_pct = 88.8
post-route-period-util_pct = 128
rsz0062_at_grt = yes
tightest_slew_ns = 0.168
fin_ws_ns = -0.307
final_hold_viol_count = 0
post-route-min-period_ns = 1.41
slew_violations = 0
holdWs_ns = 0.910
setup-tns-final_ns = -8.13
finalSetupViolations = 32
max_freq_ghz = 0.711

[place]
routabilityCongestion = 0.820
placed_cell_area_um2 = 2530
io_buffers = 162
place_ws_ns = -0.900
placed_cells = 295

[run]
drv_cap = 0
warnings = 35

[route]
firstDrtPassIters = 4
drc = 0
routed_wl_um = 6440
drt_iter0_drc = 18
num_vias = 1246
wl_per_cell_um = 21.0
drtAntennaViolNets = 0
vias_per_cell = 4.06

[yosys]
yosysCellCount = 39
synthCells = 39
syn-cell-area_um2 = 815
yosysSeqAreaShare_pct = 0
ys_chip_area_um2 = 815
ys_types = 5
yosysWarnings = 1
synth.avg_cell_area_um2 = 20.9

[global_route]
grt_max_degree = 14
track_usage_pct = 11.3
antenna_found_initial = 5
grt_pass1_wl_um = 9520
first_global_vias = 1545
grt.overflow.total = 0

[floorplan]
pin_count = 162
core_um2 = 6910
dieHeight_um = 105
fp_util_pct = 11.8
std_cell_rows = 30
die_area_um2 = 11000
die_w_um = 105

[pwr]
total_power_mw = 0.790
leakage_nw = 1.13
ir_drop_v = 0.000134
power_density_nw_per_um2 = 330

[worst_hold_path]
hold_depth = 3
min-delay-path-class = in2out
min_from = d3[9]
[area by class of cell]
type | instances | area, µm²
fillers | 764 | 4510
repair buffers | 175 | 1550
multi-input cells | 32 | 721
well taps | 96 | 120
diodes | 4 | 10.0
[worst min-delay path by stage]
stage | end | slack [ns]
5_1_grt | y[27] | 0.94
4_1_cts | y[15] | 0.92
6_report | y[9] | 0.91
[report_power, final]
| group | switching [mW] | internal (mW) | total [mW] |
|---|---|---|---|
| Sequential | 0 | 0 | 0 |
| Clock | 0 | 0.000000486 | 0.000000486 |
| Combinational | 0.211 | 0.579 | 0.790 |
[synth_stat cells (all sizes together)]
cell type / n / area (µm²)
buf: 7 / 86.3
mux4: 32 / 728
[layer usage]
| metal | global-route usage (%) | vias to the layer above | part of all wire, % |
|---|---|---|---|
| li1 | - | 551 | - |
| met3 | 7.52 | 2 | 16 |
| met4 | 0 | 2 | 0.016 |
| met1 | 13.6 | 566 | 40 |
| met2 | 17.8 | 125 | 44 |
| met5 | 0 | - | 0.20 |
[cell families after synthesis]
family / share of synthesized area (%)
muxes: 89.4
buffers and inverters: 10.6
[what timing repair did]
item                                    CTS  global route
gates cloned                              3             0
setup buffers                             5             0
hold buffers                              0             0
resized                                 250             1
endpoints found under the setup margin   32            32
